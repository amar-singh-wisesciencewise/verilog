File: design.v
`timescale 1ns / 1ps
module register_file(clk, reset, sel, wr, addr, wdata, rdata);
input clk, reset, sel, wr;
parameter WIDTH1 = 32;
parameter WIDTH2 = 5;
input [WIDTH1 - 1 : 0] wdata;
input [WIDTH2 - 1 : 0] addr;
output [WIDTH1 - 1 : 0] rdata;
reg [WIDTH1 - 1 : 0] RegFile [0 : (1 << WIDTH2) - 1];
integer i;
always@(posedge clk) begin
  if (reset) begin
	for (i = 0; i < (1 << WIDTH2); i++ ) begin
		RegFile[i] <= 0; 
	end  
  end  
else begin
  if (sel & wr)
	RegFile[addr] <= wdata;
  end  
end  
assign rdata = (sel & !wr) ? RegFile[addr] : 0;
endmodule
File: run.sh
#!/bin/bash
# OpenROAD 26Q1-2900-gdf79404cd8, Yosys 0.63+post, stock flow scripts
make -C /OpenROAD-flow-scripts/flow DESIGN_CONFIG=/design/flow/config.mk WORK_HOME=/design/flow/orfs finish
File: config.mk
export PLATFORM = sky130hd
export DESIGN_NAME = register_file
export DESIGN_NICKNAME = register_file
export VERILOG_FILES = /design/flow/design.v
export SDC_FILE = /design/flow/constraint.sdc
export NUM_CORES = 4
export LEC_CHECK = 1
export CORE_UTILIZATION = 30
File: constraint.sdc
current_design register_file

set clk_period 5.0
set clk_io_pct 0.2

create_clock -name clk0 -period $clk_period [get_ports {clk}]

set non_clock_inputs [all_inputs -no_clocks]
set_input_delay [expr $clk_period * $clk_io_pct] -clock clk0 $non_clock_inputs
set_output_delay [expr $clk_period * $clk_io_pct] -clock clk0 [all_outputs]
==> results.py <==
# Generated from Yosys and OpenROAD reports
metrics = {
    "run_status": {
        "status": "complete, no violations",
    },
    "clock_network": {
        "numCtsBuffers": 104,
        "tritoncts": "done",
        "cts-hold-fix-buffers": 0,
        "post_cts_buffers": 0,
        "clk_path_buf_depth": 3,
        "cts_sinks": 1024,
        "cts_resized": 0,
        "htreeDepth": 3,
        "clk_pin_slew_ns": 0.06,
        "cts_root_buffer": "clkbuf_16",
    },
    "floorplan": {
        "rows": 144,
        "core_area_um2": 154000,
        "initial_utilization": 0.302,
        "die_area_um2": 157000,
        "num_io_pins": 73,
        "die_w_um": 396,
        "die_h_um": 396,
    },
    "run": {
        "cap_violations": 0,
        "warning_count": 26,
    },
    "timing": {
        "worst_pin_slew_ns": 0.833,
        "setup-violations-final": 0,
        "min_period_over_period": 0.988,
        "fin_ws_ns": 0.0584,
        "slew_headroom": 0.445,
        "finalMaxSlewViolations": 0,
        "hold_viol": 0,
        "rsz0062_at_grt": "false",
        "fmax_ghz": 0.202,
        "period_needed_ns": 4.94,
    },
    "synth": {
        "yosys.area.top_type": "edfxtp_1",
        "flop_cell": "edfxtp_1",
        "synth_cells": 3363,
        "yosysWarnings": 1,
        "yosys-top-cells-count": "and2_1, edfxtp_1, mux2i_1, o22ai_1, clkbuf_1",
        "yosysTopAreaCellShare": 0.661,
        "synth_cell_types": 30,
        "ys_ff": 1024,
        "synth-edff-count": 1024,
        "ys_cells": 3363,
        "top_cells_by_area": "edfxtp_1, and2_1, mux2i_1",
        "ys_area_um2": 46500,
        "synthArstFlopShare": 0,
        "synth_area_um2": 46500,
        "synth.yosys.seq_area_share": 0.661,
        "avgSynthCellArea_um2": 13.8,
    },
    "routing": {
        "vias_per_cell": 4.81,
        "drcViolationCount": 0,
        "final_antenna_net_count": 0,
        "routed_wl_mm": 131,
        "wire_per_inst_um": 23.5,
        "drt_iter0_markers": 1597,
        "vias": 26700,
        "dr.pass1.iters": 5,
    },
    "placed_design": {
        "dpl.hpwl_mm": 77.1,
        "place_area_um2": 50700,
        "pre_cts_ws_ns": 0.0396,
        "gp_congestion": 0.867,
        "portBuffers": 72,
    },
    "global_routing": {
        "busiest_layer": "met2",
        "gr-total-overflow": 0,
        "grt_max_degree": 63,
        "grt_use_met3": 0.0920,
        "use_met2": 0.262,
        "grtUsageMet1": 0.233,
        "grt_first_pass_wirelength_mm": 189,
        "antenna_found_initial": 2,
        "grt_pass1_vias": 26600,
        "track_usage": 0.175,
    },
    "setup_path": {
        "critPathMaxFanout": 21,
        "arrival_ns": 3.94,
        "path_class": "primary input to output pin",
        "cp-start-kind": "primary input",
        "crit_path_end_kind": "output pin",
        "crit_required_ns": 4.00,
    },
    "final_layout": {
        "top_register": "RegFile",
        "drive_gt1_frac": 0.119,
        "area_growth_pct": 15.7,
        "largest_register_ffs": 1024,
        "final_area_um2": 53800,
        "reg.largest.list": "RegFile x1024",
    },
    "pwr": {
        "total_leakage_power_nw": 19.6,
        "p_per_area_nw_per_um2": 346,
        "vdd_drop_max_mv": 0.267,
    },
    "min_path": {
        "hp-class": "primary input to flip-flop",
    },
}
==> worst paths after layout <==
kind	startpoint	to	slack, ns	cells after the start
max	addr[2]	rdata[27]	0.06	9
min	wdata[1]	RegFile[30][1]$_SDFFCE_PN0P_	1.28	3
==> critical path: stages <==
cell	delay [ns]
clkdlybuf4s50_1	0.46
buf_4	0.20
nand4b_1	0.21
buf_12	0.21
buf_4	0.22
o22ai_1	0.12
nor4_1	0.64
a31oi_1	0.35
clkdlybuf4s50_1	0.52
==> placed cells by master, fill, tap and decap left out, types with 17 or more instances in the layout <==
master           Yosys  routed
a31oi_1             32      29
or2_2               32      32
nor2_2               4      24
buf_12               0      45
nor2_1              85      65
and2_1            1024    1024
clkbuf_16            0     107
clkbuf_1           245      31
clkinv_1             0      25
clkinv_2             0      17
buf_4                4     160
edfxtp_1          1024    1024
nor4_1              32      32
o22ai_1            256     256
mux2i_1            512     512
clkdlybuf4s50_1      0      71
==> power breakdown <==
part	total (mW)	switching, mW	internal (mW)
clock network	7.32	3.17	4.15
registers	9.97	0.103	9.87
logic	1.36	0.878	0.480
total	18.7	4.15	14.5
==> layer usage <==
metal | up-vias | wire length, µm | part of all wire
li1 | 12300 | - | -
met1 | 13000 | 51000 | 0.39
met2 | 1226 | 59800 | 0.46
met3 | 212 | 16400 | 0.13
met4 | 0 | 3460 | 0.026
met5 | - | 0 | 0
==> metrics by stage <==
stage	setup TNS [ns]	std cells	power, mW	hold WS (ns)	utilization
after floorplan	0	3363	10.8	1.20	-
after global placement	-0.0331	5361	11.5	1.97	0.329
after detailed placement	0	5361	11.5	1.97	0.329
after CTS	0	5549	18.8	1.25	0.349
after global routing	0	5549	19.2	1.30	0.349
final	0	5552	18.7	1.28	0.350
==> kinds of logic (layout without fill, tap and decap cells) <==
family	count (synthesis)	after routing	share of synthesized area
simple gates	1216	1216	0.161
mux	512	512	0.110
compound gates	288	288	0.0387
flops	1024	1024	0.661
other cells	0	3	0
buf+inv	323	465	0.0293
==> layout make-up <==
cell class,instances,area [µm²]
Antenna cell,3,7.51
Clock buffer,138,2790
Clock inverter,50,355
Fill cell,14400,100000
Multi-Input combinational cell,2016,14600
Sequential cell,1024,30700
Tap cell,2044,2560
Timing Repair Buffer,277,2830
No activity file was given, so power comes from the tool's default toggle rates.
