**design/flow/design.v**
```verilog
`timescale 1ns / 1ps
module register(clk, reset, wr, sel, wdata, rdata);
input clk, reset, wr, sel;
parameter WIDTH = 32;
input [WIDTH-1 : 0] wdata;
output [WIDTH-1 : 0] rdata;
reg [WIDTH-1 : 0] register;
always@(posedge clk) begin
	if(reset)
		register <= 0;
	else begin
	if (sel & wr)
		register <= wdata;
	end  
end  
assign rdata = (sel & !wr)?register:0;
endmodule
```
**design/flow/run.sh**
```bash
#!/bin/bash
# OpenROAD 26Q1-2900-gdf79404cd8, Yosys 0.63+post, stock flow scripts
make -C /OpenROAD-flow-scripts/flow DESIGN_CONFIG=/design/flow/config.mk WORK_HOME=/design/flow/orfs finish
```
**design/flow/config.mk**
```make
export PLATFORM = sky130hd
export DESIGN_NAME = register
export DESIGN_NICKNAME = register
export VERILOG_FILES = /design/flow/design.v
export SDC_FILE = /design/flow/constraint.sdc
export NUM_CORES = 4
export LEC_CHECK = 1
export CORE_UTILIZATION = 30
```
**design/flow/constraint.sdc**
```tcl
current_design register

set clk_period 3.2
set clk_io_pct 0.2

create_clock -name clk0 -period $clk_period [get_ports {clk}]

set non_clock_inputs [all_inputs -no_clocks]
set_input_delay [expr $clk_period * $clk_io_pct] -clock clk0 $non_clock_inputs
set_output_delay [expr $clk_period * $clk_io_pct] -clock clk0 [all_outputs]
```
==> out/results.ini <==
[clocking]
clock_latency_ns = 0.28
tritoncts = built
cts_made_buffers = 5
clock_sinks = 32
clk_path_buf_depth = 2
htreeDepth = 2
post_cts_buffers = 0
postCtsHoldBufs = 0
clk_root_buffer_cell = clkbuf_8
clkTransAtPathRegs_ns = 0.06
ctsResizeCount = 0

[run]
cap_viol_max_count = 0
warnings = 25

[power]
power.switching_w = 0.000203
p_per_area_mw_per_mm2 = 368
internal_power_w = 0.000665
power_frac_seq = 0.488
clkPwrFrac = 0.363
p_leak_nw = 0.879
peakVddDrop_mv = 0.247
switching_share = 0.234
total_power_w = 0.000868
p_comb_frac = 0.149

[sta]
fmax_mhz = 407
fin_crit_sh = 0.768
setup_viol = 0
slew_viol_final = 0
slew_headroom = 0.585
timing_hold_violations_final = 0
setup_ws_ns = 0.744
fin_skew_ns = 0
tightest_slew_ns = 0.623
fin_tns_setup_ns = 0
period_minus_slack_ns = 2.46
grt_setup_unrepaired = false
whs_ns = 0.565

[yosys]
yosysTopAreaCellShare = 0.395
synthesis.area_mm2 = 0.00162
avgSynthCellArea_um2 = 8.95
ys_types = 11
syn_inst = 181
ys_seq_frac = 0.395
yosysChipArea_mm2 = 0.00162
top_area_cell = dfxtp_1
netlist_top_cells_area = dfxtp_1, a21bo_1, and2_1
yosys_register_bits = 32
yosysWarnings = 1
ys_cells = 181

[finish]
seqCellArea_um2 = 641
largest_register = register
logic_area_um2 = 848
mostFrequentLayoutCell = clkdlybuf4s50_1
largest_register_ffs = 32
drive_gt1_frac = 0.0750
largestRegisters = register (32)
nFillCells = 535
mostFrequentLayoutCells = clkdlybuf4s50_1, and2_1, nand3_1, a21oi_1, dfxtp_1
area_delta_synth_final_pct = 45.6
utilization = 0.459

[route]
first_iter_violations = 60
n_antenna_cell = 0
wl_per_cell_um = 11.9
firstDrtPassIters = 4
routed_wl_mm = 3.68
vias = 1447
drt-vias-per-instance = 4.67
drc_errors = 0
ant_nets = 0

[global_route]
antenna_found_initial = 0
grt_pass1_wl_mm = 5.87
overflow = 0
grt_max_degree = 65
grt_pass1_vias = 1284
track_usage = 0.134

[floorplanning]
fp.dieH_um = 75.5
row_count = 26
fp-utilization = 0.315
die_area_mm2 = 0.00570
core_area_mm2 = 0.00514
io_pins = 68
die_w_um = 75.5

[worst_hold_path]
min_from = register[26]
min_path_cells = 2
min_to = register[26]
min_path_type = flip-flop to flip-flop

[worst_setup_path]
path_max_fanout = 32
worstRegToRegCells = 2
cp_data_arrival_time_ns = 1.82
setup.worst_path.start = wr
r2r_slack_ns = 2.45
worst_setup_path_end_kind = output port
r2r_start = register[28]
worst_setup_path_start_kind = input port
critPathKind = input port to output port
critPathRequiredTime_ns = 2.56
rr_endpoint = register[28]

[place]
place_ws_ns = 0.723
io_buffers = 67
place.gp.congestion = 0.740
place_hpwl_mm = 2.22

[status]
status = complete, no violations

-- cell type report --
class                   count  area share
multi-input cells         129       0.359
repair buffers             71       0.293
flip-flops and latches     32       0.271
well taps                  70      0.0371
clock buffers               6      0.0350
clock inverters             2     0.00424
-- power by group through the flow --
stage	Sequential, W	Combinational (W)	Clock, W
after CTS	0.000424	0.000132	0.000328
after global routing	0.000426	0.000142	0.000348
final	0.000424	0.000130	0.000315
-- layer usage --
metal	vias to the layer above	part of all wire	global-route usage
met5	-	0	0
met4	0	0.011	0.0185
met3	4	0.053	0.0375
met2	35	0.48	0.225
met1	668	0.46	0.181
li1	740	-	-
-- worst max path at each step --
stage,to,slack (ns),cells past startpoint
after global routing,rdata[30],0.62,5
final,rdata[9],0.74,5
after CTS,rdata[9],0.72,5
-- synthesized netlist by cell type --
library cell,instances
nand3_1,32
buf_4,3
and2_1,32
buf_2,6
dfxtp_1,32
clkbuf_1,6
buf_6,5
a21bo_2,4
a21bo_1,28
and2b_1,1
a21oi_1,32
-- worst max-delay path, cell delays in order --
cell,delay (ns)
buf_2,0.10
and2b_1,0.17
buf_4,0.26
and2_1,0.17
clkdlybuf4s50_1,0.46
-- cells by family (layout without fill, tap and decap cells) --
| kind of cell | after synthesis | in the layout | share of synthesized area |
|---|---|---|---|
| AND/OR/NAND/NOR | 65 | 65 | 0.227 |
| AND-OR/OR-AND | 64 | 64 | 0.297 |
| flip-flops | 32 | 32 | 0.395 |
| buffers and inverters | 20 | 79 | 0.0811 |
-- per-stage QoR --
step	cells	area [µm²]
after global placement	302	2270
after detailed placement	302	2270
after global routing	310	2360
final	310	2360
after floorplan	181	1620
after CTS	310	2360
Power figures rest on the tool's default switching activity, not on a simulated workload.
