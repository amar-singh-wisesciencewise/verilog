===== flow/config.mk =====
export PLATFORM = sky130hd
export DESIGN_NAME = risc_v_rf
export DESIGN_NICKNAME = risc_v_rf
export VERILOG_FILES = /design/flow/design.v
export SDC_FILE = /design/flow/constraint.sdc
export NUM_CORES = 4
export LEC_CHECK = 1
export CORE_UTILIZATION = 40

===== flow/constraint.sdc =====
current_design risc_v_rf

set clk_period 14.4
set clk_io_pct 0.2

create_clock -name clk0 -period $clk_period [get_ports {clk}]

set non_clock_inputs [all_inputs -no_clocks]
set_input_delay [expr $clk_period * $clk_io_pct] -clock clk0 $non_clock_inputs
set_output_delay [expr $clk_period * $clk_io_pct] -clock clk0 [all_outputs]

===== flow/design.v =====
`timescale 1ns / 1ps
module risc_v_rf(clk, reset, wr, waddr, wdata, re1, raddr1, rdata1, re2, raddr2, rdata2);
input clk, reset, wr, re1, re2;
parameter WIDTH1 = 32;
parameter WIDTH2 = 5;
input [WIDTH1 - 1 : 0] wdata;
input [WIDTH2 - 1 : 0] waddr;
input [WIDTH2 - 1 : 0] raddr1;
input [WIDTH2 - 1 : 0] raddr2;
output reg [WIDTH1 - 1 : 0] rdata1;
output reg [WIDTH1 - 1 : 0] rdata2;
reg [WIDTH1 - 1 : 0] RegFile [0 : (1 << WIDTH2) - 1];
integer i;
always@(posedge clk) begin
  if (reset) begin
	for (i = 0; i < (1 << WIDTH2); i++ ) begin
		RegFile[i] <= 0; 
	end  
  end  
  else begin
    if (wr && (waddr != 0))  
	RegFile[waddr] <= wdata;
  end  
end  
always@(posedge clk) begin
    if (re1 && (wr && (waddr == raddr1)))
	rdata1 <= wdata;
    else if (~re1)
	rdata1 <= 0;
    else
	rdata1 <= RegFile[raddr1];
end  
always@(posedge clk) begin
    if (re2 && (wr && (waddr == raddr2)))
	rdata2 <= wdata;
    else if (~re2)
	rdata2 <= 0;
    else
	rdata2 <= RegFile[raddr2];
end  
endmodule

===== flow/run.sh =====
#!/bin/bash
# OpenROAD 26Q1-2900-gdf79404cd8, Yosys 0.63+post, stock flow scripts
make -C /OpenROAD-flow-scripts/flow DESIGN_CONFIG=/design/flow/config.mk WORK_HOME=/design/flow/orfs finish

==> run notes <==
impl run done, here's what came out: core area=140,000 sq um, Routability Congestion=0.978, clock net sink count=1,088, mean post-synth cell area=14.7 sq um, cycle use final=0.437, Skew-Pair Late Insertion Delay=0.76 ns, TritonCTS clock tree=built, Slew Limit Headroom=0.375, worst vdd ir=113 uV, Max Clock Freq=0.159 GHz, Total Wirelength=196,000 um, antenna-violating nets left=0, measured slew at the worst slew-check pin=0.934 ns, first-pass GRT wire length=277,000 um, Top cell area share=0.543, FP Util=0.404, Pre-Repair DR Iteration Count=5, # port buffers=115, hold buffer count at cts=0, worst hold-check path type=register to register, Setup CP Type=primary input to register, number of global-route vias before repair=37,559, clock skew=0.0344 ns, detailed placer's ending HPWL=117,000 um, worst hold slack=0.881 ns, Max Fanout on Critical Path=45, CP Capture Type=register, Layout fillers=11,926, Die X=378 um, Max-cap violations=0, CP Cell Sequence=buf_8, buf_4, buf_4, buf_4, buf_4, xnor2_1, nand2_1, o21ai_4, buf_4, a211oi_1, a22o_1, Seq share, synth=0.565, Synth area leader=edfxtp_1, max-slew violation count=0, TritonCTS buffer count=116, I/O pins=116, tool warnings=26, Synth warnings=1, share of async-settable or async-resettable flops after synthesis=0, mapped cell area=56,600 sq um, Post-synth EDFFs=1,024, hold-critical path depth=4, drt drc=0, via count=35,449, Cell Type Count=45, RSZ-0062 raised after global routing=false, WL/cell=33.5 um, gate count of the mapped netlist=3,856, initial DRC count=2,643, CTS resizes=0, slowest stage delay, CP=0.57 ns, DR vias/cell=6.06, Fin. Hold Viols=0, final core occ=0.456, Die ar.=143,000 sq um, Pleak=22.1 nW, H-tree levels=3, CP startpoint kind=primary input, Worst-path clk slew=0.06 ns, Worst Path Required=15.03 ns, post-CTS setup buffer count=0, initial antenna violation count=11, largest net degree at the start of global routing=74, PD cells=121 nW/um^2, number of cells in Yosys stat=3,856, Top cells by area=edfxtp_1 54%, mux4_2 17%, and2_1 11%, GRT Util Overall=0.301, status=complete, no violations, Setup TNS Final=0 ns, Tmin final=6.30 ns, CP arrival=6.93 ns, Crit path top cell by count=buf_4, root buf cell=clkbuf_16, synth-to-layout area growth=12.7%, Die Y-Extent=378 um, main flop type=edfxtp_1, # setup viols final=0, grt ovf=0, total power=7.72 mW, Synth Register Bits=1,088, layout cell share with drive strength beyond 1=0.215, Clock Tree Buf Depth=3, CP max stage cell=buf_4, reg2reg path depth=4, Core Rows=137, synthesized chip area reported by yosys=56,600 sq um
stage by stage:
step / cell area (sq um) / setup slack, ns / cells
after floorplan: 56800 / 9.72 / 3887
after global placement: 60000 / 7.26 / 5630
after detailed placement: 60000 / 7.28 / 5630
after CTS: 63800 / 8.07 / 5850
after global routing: 63800 / 7.76 / 5850
final: 63800 / 8.10 / 5853
Yosys cell counts, types with 10 or more instances:
library cell / number
nand2_1: 38
o22ai_1: 118
buf_4: 40
and2_1: 995
a22oi_1: 51
a22o_1: 62
dfxtp_1: 64
clkbuf_1: 270
xnor2_1: 10
buf_2: 84
nor2_1: 54
mux4_2: 423
nor3_1: 21
a211oi_1: 57
nand3_1: 34
o41ai_1: 11
a21oi_1: 45
o21ai_0: 21
o211ai_1: 26
or2_2: 33
edfxtp_1: 1024
o221ai_1: 17
mux2i_1: 272
worst paths after layout:
check	start	endpoint	slack, ns
max	raddr1[0]	rdata1[0]	8.10
min	RegFile[14][30]	rdata1[30]	0.88
max reg2reg	RegFile[22][8]	rdata1[8]	12.24
min reg2reg	RegFile[14][30]	rdata1[30]	0.88
layer usage:
layer  track usage  share of wire  vias up  routed length [um]
met1         0.362           0.33    17371               64300
met4         0.130          0.057       25               11300
li1              -              -    14880                   -
met3         0.218           0.17      511               33900
met2         0.417           0.44     2662               86200
met5        0.0322         0.0030        -                 594
sequential cells by signal, indices dropped and copies added, names as in the netlist:
| name | cells |
|---|---|
| RegFile | 1024 |
| rdata1 | 32 |
| rdata2 | 32 |
layout make-up:
class                           instances  area (sq um)  area share
Timing Repair Buffer                  274          2390      0.0374
Tap cell                             1876          2350      0.0368
Clock inverter                         65           644      0.0101
Inverter                                5          18.8    0.000294
Antenna cell                            3          7.51    0.000118
Clock buffer                          155          3220      0.0505
Sequential cell                      1088         32000       0.502
Multi-Input combinational cell       2387         23200       0.363
layout by cell type, fill, tap and decap left out, types with 10 or more instances in the layout:
master,count
a211oi_1,57
a21oi_1,45
a22o_1,62
a22oi_1,51
and2_1,995
buf_4,157
bufinv_16,10
clkbuf_1,23
clkbuf_16,117
clkbuf_8,15
clkdlybuf4s50_1,104
clkinv_1,16
clkinv_2,28
conb_1,32
dfxtp_1,64
edfxtp_1,1024
mux2i_1,272
mux4_2,423
nand2_1,38
nand3_1,34
nor2_1,21
nor2_4,30
nor3_1,19
o211ai_1,26
o21ai_0,21
o221ai_1,17
o22ai_1,118
o41ai_1,11
or2_2,33
xnor2_1,10
kinds of logic after synthesis:
family / synth area share
AND-OR/OR-AND: 0.0552
buffers and inverters: 0.0324
flip-flops: 0.565
AND/OR/NAND/NOR: 0.128
XOR/XNOR: 0.00155
other: 0.0000662
multiplexers: 0.218
power by group:
group	switching, mW	total (mW)	internal (mW)	leakage [nW]
combinational	0.532	0.906	0.374	9.93
clock	1.31	3.06	1.75	1.91
sequential	0.111	3.75	3.64	10.3
critical path, delay by kind of cell:
| kind | cells | cell delay (ns) |
|---|---|---|
| XOR/XNOR | 1 | 0.18 |
| AND/OR/NAND/NOR | 1 | 0.13 |
| AND-OR/OR-AND | 3 | 0.52 |
| buffers and inverters | 6 | 3.10 |
No activity file was given, so power comes from the tool's default toggle rates.
